`./run.sh`:
```
#!/bin/bash
# OpenROAD 26Q1-2900-gdf79404cd8, Yosys 0.63+post, stock flow scripts
make -C /OpenROAD-flow-scripts/flow DESIGN_CONFIG=/design/flow/config.mk WORK_HOME=/design/flow/orfs finish
```
`./config.mk`:
```
export PLATFORM = sky130hd
export DESIGN_NAME = mac_16
export DESIGN_NICKNAME = mac_16
export VERILOG_FILES = /design/flow/design.v
export SDC_FILE = /design/flow/constraint.sdc
export NUM_CORES = 4
export LEC_CHECK = 1
export CORE_UTILIZATION = 30
```
`./constraint.sdc`:
```
current_design mac_16

set clk_period 26.7
set clk_io_pct 0.2

create_clock -name clk0 -period $clk_period

set non_clock_inputs [all_inputs -no_clocks]
set_input_delay [expr $clk_period * $clk_io_pct] -clock clk0 $non_clock_inputs
set_output_delay [expr $clk_period * $clk_io_pct] -clock clk0 [all_outputs]
```
`./design.v`:
```
module mac_16 #(parameter OUT_BIT = 32, parameter LOW_PRE = 0, parameter INWID = 4)(
    input logic clk, reset,
    input logic [1:0] ctrl,
    input wire [INWID*4-1:0] a,
    input wire [INWID*4-1:0] b,
    output reg [OUT_BIT-1:0] out
);
    reg [OUT_BIT-1:0] c[15:0];
    reg [OUT_BIT-1:0] out_c;
    genvar i,j;
    integer k;
    generate
    if(!LOW_PRE)
        for(i=0; i<4; i=i+1) 
            for(j=0; j<4; j=j+1) 
            begin: mac_gen
                mul_4 mul_4bit(
                    .clk(clk), 
                    .reset(reset), 
                    .a   (a[i*4+3:i*4]),
                    .b   (b[j*4+3:j*4]),
                    .c   (c[j+i*4][7:0]));
            end
    else
        for(i=0; i<16; i=i+1) 
        begin: mac_gen_low
            mul_4 mul_4bit(
                .clk(clk), 
                .reset(reset), 
                .a   (a[i*4+3:i*4]),
                .b   (b[i*4+3:i*4]),
                .c   (c[i][7:0]));
        end
    endgenerate
    initial begin
        if(!LOW_PRE) begin 
            for (k=0;k<16;k=k+1) c[k][OUT_BIT-1:8] = 0;
        end
    end
    always_comb begin
        if (~reset) begin
            out_c = 0;
        end
        else begin
            case(ctrl) 
                2'b00: if(!LOW_PRE) out_c = 0;   
                2'b01: if(!LOW_PRE) out_c = {16'b0,a};  
                2'b10: if(!LOW_PRE) out_c = -{16'b0,a};  
                2'b11: begin 
                    if(!LOW_PRE) begin
                        out_c =  c[0]        + (c[1]<<4)   + (c[4]<<4) 
                                + (c[2]<<8)   + (c[5]<<8)   + (c[8]<<8)
                                + (c[3]<<12)  + (c[6]<<12)  + (c[9]<<12) + (c[12]<<12) 
                                + (c[7]<<16)  + (c[10]<<16) + (c[13]<<16) 
                                + (c[11]<<20) + (c[14]<<20) + (c[15]<<24) ;
                    end
                    else out_c = c[0] + c[1] + c[2] + c[3]
                                + c[4] + c[5] + c[6] + c[7]
                                + c[8] + c[9] + c[10] + c[11]
                                + c[12] + c[13] + c[14] + c[15];
                    end
                default: out_c = 0;
            endcase
        end 
    end
    assign out = out_c;
endmodule
module mul_4(
    input  logic clk, reset,
    input  wire [3:0] a,b, 
    output reg [7:0] c
);
  always_comb
    if (~reset) begin
        c = 0;
    end
    else begin
        c = (a * b);
    end
endmodule
```
==> summary.txt <==
Implementation numbers.

- Setup repair after global routing left no endpoint under its margin.
- The final-report hold violation count is 0.
- The part of the Yosys area used for sequential elements is 0.
- The highest net fanout along the worst path is 16.
- The detailed placer reported the number of placed instances as 2016.
- The number of global-route vias before repair came to ~9000.
- The report lists the number of cells resized after CTS as 0.
- The post-detailed-route via-to-cell ratio is around 4.7.
- The most common cell in the synthesized netlist is sky130_fd_sc_hd__ha_1.
- The share of total power dissipated in combinational logic is 1.000.
- The global placement routability congestion is 0.836.
- The number of max-cap violations is 0.
- The floorplan step set the die width to 200 µm.
- The worst hold-check slack is around 11 ns.
- TritonRoute reported its final design rule violation total as 0.
- The startpoint kind of the worst setup timing path is a primary input.
- The layout report lists the combined flip-flop and latch area as 0 µm².
- The worst setup path is captured at an output pin.
- After synthesis, the chip area reported by Yosys is 11800 µm².
- Each instance of the synthesized netlist takes up on average 7.97 µm².
- The OpenROAD report gives the critical path a data arrival time of 13.74 ns.
- Once detail routing completed, the nets flagged for antenna violations numbered 0.
- The achievable frequency is between 50 and 60 MHz.
- The count of pins on the block boundary is 68.
- Once iteration 0 of detailed routing completed, the report listed 287 DRC markers.
- Of the total power, the share spent switching nets is 0.566.
- The clock period could shrink to 19.08 ns.
- For this run, the script counts the antenna cells in the layout as 0.
- The final sequential cell count is 0.
- The total wire length after detailed routing is roughly 27000 µm.
- For this sky-water flow run, the detailed-routed wirelength per cell is reported as 13.3 µm.
- The path class of the lowest-slack min-delay path is in2out.
- The relative slew slack is 0.423.
- In the final layout, the share of cells above drive strength 1 is 0.0260.
- The first global-routing pass estimated 45400 µm of wire.
- The floorplan step set the die height to around 200 µm.
- The synthesis report lists the most area-consuming cells as sky130_fd_sc_hd__ha_1 27%, sky130_fd_sc_hd__fa_1 23%, sky130_fd_sc_hd__and2_1 9.7%, sky130_fd_sc_hd__inv_1 7.3%, sky130_fd_sc_hd__nand2_1 5.8%.
- The number of library cell types mapped by synthesis is 53.
- The final-layout clock buffer total is 0.
- The run finished with clean final reports.
- The actual transition at the worst max-transition pin is 0.855 ns.
- The area fraction of the dominant cell type after synthesis is 0.273.
- The report gives the cell count of the worst hold path as 3.
- The critical path is of the in2out type.
- The overall die size recorded for this design is 40100 µm².
- The library cell with the largest summed area after synthesis is sky130_fd_sc_hd__ha_1.
- The gate count of the mapped netlist is roughly 1500.
- As logged by OpenROAD, the buffers inserted on ports number about 67.
- The mapped netlist covers 11800 µm².
- The area of the core is 38700 µm².
- The routed via count is 9467.
- The number of pins with negative max-slew slack in the final report is 0.
- The worst min-delay path endpoint is out[23].
- The length of the first detailed-routing pass in iterations is 4.
- After synthesis, the design contains between 1000 and 1500 cells according to Yosys.
- Summed over all failing endpoints, the final setup total negative slack is 0 ns.
- The count of placed standard cells in the final layout, fillers left out is between 2000 and 2500.
- The total grt overflow is 0.
- The number of antenna violations at the first check in global routing is 0.
- The worst min-delay path startpoint is reset.
- The post-layout total power is between 600 and 700 µW.
- The critical path endpoint has a required time of 21.36 ns.
- In this run the post-CTS setup repair buffer count came out at 0.
- The share of total power dissipated in the clock network is 0.
- In the power breakdown, the internal column shows roughly 280 µW.
- In this run the tools logged warnings totalling 33.
- In the global route stage, overall resource usage came out at 0.140.
- The net load switching power is roughly 360 µW.
- The pin count of the biggest net entering global routing is 63.
- The area growth from synthesis to layout is 10.2%.
- In this run the static leakage power is just over 0.007 µW.
- The floorplan utilization is 0.305.
- For reference, the top cells by count after synthesis are 257 x sky130_fd_sc_hd__ha_1, 229 x sky130_fd_sc_hd__inv_1, 183 x sky130_fd_sc_hd__and2_1.
- The maximum vdd ir drop is 0.0566 mV.
- According to the floorplan log, the row count is 72.
- The number of filler cells placed in the layout is roughly 4100.
- For this design, the CTS-stage hold fixing added 0 buffers.
- The number of warnings reported in the yosys synthesis log is 21.
- The share of the cycle needed by the critical path after routing is 0.715.
- The setup violation total in the final timing report is 0.
- In this run the power density over the cells is ~49 nW/µm².
- The relative contribution of sequential cells to total power is 0.
- Note, the detailed placer reported a final HPWL of 22000 µm.
-- placed cells by master (no fill, tap or decap), types with 3 or more instances in the layout --
| master | n |
|---|---|
| sky130_fd_sc_hd__a211oi_1 | 4 |
| sky130_fd_sc_hd__a21boi_0 | 4 |
| sky130_fd_sc_hd__a21o_1 | 67 |
| sky130_fd_sc_hd__a21oi_1 | 57 |
| sky130_fd_sc_hd__a22o_1 | 4 |
| sky130_fd_sc_hd__a22oi_1 | 11 |
| sky130_fd_sc_hd__a31oi_1 | 7 |
| sky130_fd_sc_hd__a41oi_1 | 4 |
| sky130_fd_sc_hd__and2_1 | 183 |
| sky130_fd_sc_hd__and3_1 | 7 |
| sky130_fd_sc_hd__buf_4 | 29 |
| sky130_fd_sc_hd__clkdlybuf4s50_1 | 66 |
| sky130_fd_sc_hd__fa_1 | 137 |
| sky130_fd_sc_hd__ha_1 | 257 |
| sky130_fd_sc_hd__inv_1 | 229 |
| sky130_fd_sc_hd__nand2_1 | 181 |
| sky130_fd_sc_hd__nand2b_1 | 8 |
| sky130_fd_sc_hd__nand3_1 | 19 |
| sky130_fd_sc_hd__nand4_1 | 4 |
| sky130_fd_sc_hd__nor2_1 | 19 |
| sky130_fd_sc_hd__nor2b_1 | 21 |
| sky130_fd_sc_hd__nor3_1 | 6 |
| sky130_fd_sc_hd__o211ai_1 | 3 |
| sky130_fd_sc_hd__o21ai_0 | 41 |
| sky130_fd_sc_hd__o21bai_1 | 5 |
| sky130_fd_sc_hd__o31ai_1 | 10 |
| sky130_fd_sc_hd__or2_2 | 3 |
| sky130_fd_sc_hd__or3_1 | 3 |
| sky130_fd_sc_hd__xnor2_1 | 61 |
| sky130_fd_sc_hd__xor2_1 | 23 |
-- per-layer routing --
layer  share of wire  global-route usage  up-vias  routed length, µm
li1                -                   -     4816                  -
met1            0.49               0.210     4491              13200
met2            0.46               0.230      156              12400
met3           0.040              0.0178        4               1070
met4          0.0030             0.00491        0                 80
met5               0                   0        -                  0
-- worst max-delay path, stage by stage --
cell                              delay [ns]
sky130_fd_sc_hd__clkdlybuf4s50_1        0.85
sky130_fd_sc_hd__nand2_1                0.16
sky130_fd_sc_hd__fa_1                   0.56
sky130_fd_sc_hd__inv_1                  0.05
sky130_fd_sc_hd__fa_1                   0.49
sky130_fd_sc_hd__ha_1                   0.30
sky130_fd_sc_hd__a21o_1                 0.15
sky130_fd_sc_hd__a21o_1                 0.19
sky130_fd_sc_hd__a21o_1                 0.18
sky130_fd_sc_hd__a21oi_1                0.16
sky130_fd_sc_hd__xnor2_1                0.07
sky130_fd_sc_hd__and2_1                 0.17
sky130_fd_sc_hd__fa_1                   0.56
sky130_fd_sc_hd__inv_1                  0.06
sky130_fd_sc_hd__fa_1                   0.50
sky130_fd_sc_hd__fa_1                   0.47
sky130_fd_sc_hd__inv_1                  0.10
sky130_fd_sc_hd__fa_1                   0.42
sky130_fd_sc_hd__ha_1                   0.37
sky130_fd_sc_hd__nand2_2                0.09
sky130_fd_sc_hd__nor3b_2                0.29
sky130_fd_sc_hd__nor2_1                 0.15
sky130_fd_sc_hd__o41ai_2                0.61
sky130_fd_sc_hd__o31ai_1                0.22
sky130_fd_sc_hd__or3_1                  0.40
sky130_fd_sc_hd__a311oi_1               0.29
sky130_fd_sc_hd__clkdlybuf4s50_1        0.51
-- power by group through the flow --
| stage | registers (µW) | clock network [µW] | logic [µW] |
|---|---|---|---|
| 4_1_cts | 0 | 0 | 654 |
| 5_1_grt | 0 | 0 | 738 |
| 6_report | 0 | 0 | 642 |
-- stage by stage --
stage	setup slack [ns]	util	instance area (µm²)
after floorplan	9.27	-	11800
after global placement	7.59	0.336	13000
final	7.62	0.336	13000
after global routing	7.13	0.336	13000
after CTS	7.55	0.336	13000
after detailed placement	7.58	0.336	13000
-- cell families after synthesis --
| group | Yosys count | share of synthesized area |
|---|---|---|
| XOR/XNOR | 84 | 0.0623 |
| AND/OR/NAND/NOR | 464 | 0.203 |
| AND-OR/OR-AND | 231 | 0.129 |
| buffers and inverters | 307 | 0.100 |
| multiplexers | 1 | 0.000954 |
| adder cells (fa/ha/maj) | 394 | 0.505 |
-- how the worst max path moves through the flow --
stage	start	to	slack, ns	cells after the start
after global routing	b[10]	out[29]	7.13	27
final	b[7]	out[31]	7.62	27
after CTS	b[11]	out[29]	7.55	27
-- area by class of cell --
cell class,count,area (µm²),share of cell area
Inverter,229,860,0.0661
Multi-Input combinational cell,1174,10600,0.817
Tap cell,518,648,0.0498
Timing Repair Buffer,95,878,0.0675
Power is estimated from default activity; no workload was simulated.
